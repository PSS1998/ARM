`design/flow/config.mk`:
```
export PLATFORM = sky130hd
export DESIGN_NAME = ID_Stage
export DESIGN_NICKNAME = ID_Stage
export VERILOG_FILES = /design/flow/design.v
export SDC_FILE = /design/flow/constraint.sdc
export NUM_CORES = 4
export LEC_CHECK = 1
export CORE_UTILIZATION = 40
```
`design/flow/constraint.sdc`:
```
current_design ID_Stage

set clk_period 10.8
set clk_io_pct 0.2

create_clock -name clk0 -period $clk_period [get_ports {clk}]

set non_clock_inputs [all_inputs -no_clocks]
set_input_delay [expr $clk_period * $clk_io_pct] -clock clk0 $non_clock_inputs
set_output_delay [expr $clk_period * $clk_io_pct] -clock clk0 [all_outputs]
```
`design/flow/run.sh`:
```
#!/bin/bash
# OpenROAD 26Q1-2900-gdf79404cd8, Yosys 0.63+post, stock flow scripts
make -C /OpenROAD-flow-scripts/flow DESIGN_CONFIG=/design/flow/config.mk WORK_HOME=/design/flow/orfs finish
```
`design/flow/design.v`:
```
module ConditionCheck(
  input[3:0] cond, statusReg,
  output conditionCheck_out
);
  reg tempConditionCheck_out;
  wire N, Z, C, V;
  assign N = statusReg[3];
  assign Z = statusReg[2];
  assign C = statusReg[1];
  assign V = statusReg[0];
  always @(*) begin
    case (cond)
      4'b0000: tempConditionCheck_out <= (Z == 1'b1);
      4'b0001: tempConditionCheck_out <= (Z == 1'b0);
      4'b0010: tempConditionCheck_out <= (C == 1'b1);
      4'b0011: tempConditionCheck_out <= (C == 1'b0);
      4'b0100: tempConditionCheck_out <= (N == 1'b1);
      4'b0101: tempConditionCheck_out <= (N == 1'b0);
      4'b0110: tempConditionCheck_out <= (V == 1'b1);
      4'b0111: tempConditionCheck_out <= (V == 1'b0);
      4'b1000: tempConditionCheck_out <= (C == 1'b1 && Z == 1'b0);
      4'b1001: tempConditionCheck_out <= (C == 1'b0 || Z == 1'b1);
      4'b1010: tempConditionCheck_out <= (N == V);
      4'b1011: tempConditionCheck_out <= (N != V);
      4'b1100: tempConditionCheck_out <= (Z == 1'b0 && N == V);
      4'b1101: tempConditionCheck_out <= (Z == 1'b1 || N != V);
      4'b1110: tempConditionCheck_out <= 1'b1;
      default: tempConditionCheck_out <= 1'b0;
    endcase
  end
  assign conditionCheck_out = tempConditionCheck_out;
endmodule
module ControlUnit(
  input s,
  input[1:0] mode,
  input[3:0] opCode,
  output WB_EN, MEM_R_EN, MEM_W_EN, B, S,
  output[3:0] EXE_CMD
);
  parameter ARITHMETIC = 0, MEMOP = 1, BR = 2;
  parameter ALU_MOV = 1, ALU_MVN = 9,
            ALU_ADD = 2, ALU_ADC = 3, ALU_SUB = 4, ALU_SBC = 5,
            ALU_AND = 6, ALU_ORR= 7, ALU_EOR = 8,
            ALU_CMP = 4, ALU_TST = 6, 
            ALU_LDR = 2, ALU_STR = 2, 
            ALU_BRANCH = 4'bx;
  parameter NOP = 0, MOV = 13, MVN = 15, 
            ADD = 4, ADC = 5, SUB = 2, SBC = 6, 
            AND = 0, ORR= 12, EOR = 1,
            CMP = 10, TST = 8, 
            LDR = 4, STR = 4, 
            BRANCH = 4'bx;
  assign MEM_R_EN = (mode == MEMOP) && (s == 1'b1);
  assign MEM_W_EN = (mode == MEMOP) && (s == 1'b0);
  assign WB_EN = (mode == ARITHMETIC) ?
					((opCode != CMP)  && (opCode != TST) ) : 
					((mode == MEMOP) && s == 1'b1);
  assign B = (mode == BR);
  assign S = (mode == ARITHMETIC) ? 
				((opCode == CMP || opCode == TST ) ? 1'b1 : s)
			 : (mode == MEMOP) ? s
			 : 1'b0;
  assign EXE_CMD =  (mode == ARITHMETIC) ? 
                      opCode == MOV ? ALU_MOV  : 
                      opCode == MVN ? ALU_MVN  :
                      opCode == ADD ? ALU_ADD  :
                      opCode == ADC ? ALU_ADC  :
                      opCode == SUB ? ALU_SUB  :  
                      opCode == SBC ? ALU_SBC  :
                      opCode == AND ? ALU_AND  : 
                      opCode == ORR ? ALU_ORR  :
                      opCode == EOR ? ALU_EOR  :
                      opCode == CMP ? ALU_CMP  :
                      opCode == TST ? ALU_TST  : 4'bx
					          : ((mode == MEMOP) && opCode == LDR) ? ALU_LDR
					          : (mode == BR) ? ALU_BRANCH : 4'bx;
endmodule
module ID_Stage(
  input clk, rst,
  input[31:0] Instruction, Result_WB,
  input writeBackEn,
  input[3:0] Dest_wb,
  input hazard,
  input[3:0] SR,
  output WB_EN, MEM_R_EN, MEM_W_EN, B, S,
  output[3:0] EXE_CMD,
  output[31:0] Val_Rn, Val_Rm,
  output imm,
  output[11:0] Shift_operand,
  output[23:0] Signed_imm_24,
  output[3:0] Dest, src1, src2,
  output Two_src
);
  wire[3:0] Rn, Rm;
  wire conditionCheck_out;
  wire[8:0] controlUnitCommands, commands;
  assign Rm = Instruction[3:0];
  assign Rn = Instruction[19:16];
  assign commands = hazard || ~conditionCheck_out ? 6'b0 : controlUnitCommands;
  assign WB_EN = commands[8];
  assign MEM_R_EN = commands[7];
  assign MEM_W_EN = commands[6];
  assign EXE_CMD = commands[5:2];
  assign B = commands[1];
  assign S = commands[0];
  assign src1 = Rn;
  assign src2 = MEM_W_EN ? Dest : Rm;
  assign Two_src = MEM_R_EN || ~Instruction[25];
  assign imm = Instruction[25];
  assign Shift_operand = Instruction[11:0];
  assign Signed_imm_24 = Instruction[23:0];
  assign Dest = Instruction[15:12];
  ControlUnit CU(.s(Instruction[20]), .mode(Instruction[27:26]), .opCode(Instruction[24:21]), .WB_EN(controlUnitCommands[8]), .MEM_R_EN(controlUnitCommands[7]), .MEM_W_EN(controlUnitCommands[6]), .EXE_CMD(controlUnitCommands[5:2]), .B(controlUnitCommands[1]), .S(controlUnitCommands[0]));
  ConditionCheck CC(.cond(Instruction[31:28]), .statusReg(SR), .conditionCheck_out(conditionCheck_out));
  RegisterFile RF(.clk(clk), .rst(rst), .src1(Rn), .src2(MEM_W_EN ? Dest : Rm), .Dest_wb(Dest_wb), .Result_WB(Result_WB), .writeBackEn(writeBackEn), .reg1(Val_Rn), .reg2(Val_Rm));
endmodule
module RegisterFile(
  input clk, rst,
  input[3:0] src1, src2, Dest_wb,
  input[31:0] Result_WB,
  input writeBackEn,
  output[31:0] reg1, reg2
);
  reg[31:0] registerFile[0:14];
  integer i;
  always @(negedge clk, posedge rst) begin
    if (rst) begin
      for (i = 0; i < 15; i= i + 1) begin
        registerFile[i] <= 0;
      end
    end
    else if (writeBackEn) begin
      registerFile[Dest_wb] <= Result_WB;
    end
  end
  assign reg1 = registerFile[src1];
  assign reg2 = registerFile[src2];
endmodule
```
==> flow_summary_export.csv <==
group,metric,value,unit
setup_path,cp.arrival,8.39,ns
final_timing,hold_viol,0,
floorplanning,io_pins,199,
setup_path,critPathLaunchType,"register",
detailed_routing,via_count,25600,
synthesis,synth_cell_types,73,
placed_design,place_hpwl,75.0,mm
global_routing,grt_pass1_vias,24900,
synthesis,yosys.stat.seqShare,0.442,
setup_path,crit_fanout,4,
placed_design,dp.cells,3400,
synthesis,postSynth.asyncResetShare,1.00,
floorplanning,initCoreUtil,0.405,
setup_path,crit_path_end_kind,"output port",
synthesis,numSynthFlops,480,
clock_network,clk_latency,0.60,ns
detailed_routing,drt-total-wl,133,mm
setup_path,crit_required,8.64,ns
final_timing,whs,0.480,ns
floorplanning,die_w,263,um
clock_network,cts_root_buffer,"clkbuf_16",
global_routing,antenna_found_initial,2,
setup_path,crit_family,"AND-OR/OR-AND gates",
cells_and_area,mi_logic_area,14200,um^2
final_timing,tightest_slew,1.02,ns
clock_network,cts_max_path_buffers,3,
synthesis,flop_cell,"dfrtn_1",
clock_network,cts_sinks,480,
synthesis,synth_area,27200,um^2
detailed_routing,drcViolationCount,0,
detailed_routing,dr.pass1.iters,7,
cells_and_area,fillerInstances,5854,
synthesis,synth_stat.cells,2506,
global_routing,grt_max_degree,109,
pwr,power.leakage,12.9,nW
placed_design,place.gp.congestion,1.00,
floorplanning,rows,95,
final_timing,rsz0062_at_grt,"false",
clock_network,cts_resized,0,
synthesis,ys_warn_count,3,
detailed_routing,detail_route.iter0.violations,3658,
cells_and_area,largest_reg_flops,480,
pwr,p_per_area,182,nW/um^2
setup_path,critPathSlowestCell,"a2111oi_0",
setup_path,critPathKind,"register to output port",
synthesis,syn_area_per_cell,10.8,um^2
setup_path,reg2reg_slack,9.93,ns
setup_path,cp.buffers_inverters,1,
clock_network,cts_buffers,56,
global_routing,track_usage,0.395,
clock_network,htreeDepth,2,
cells_and_area,reg_top3,"RF.registerFile x480",
floorplanning,core_area,67200,um^2
pwr,combinationalPowerShare,0.189,
pwr,peakVddDrop,0.120,mV
clock_network,cts_setup_buffers,0,
synthesis,edf_count,0,
cells_and_area,layout.cells.non_filler,3503,
final_timing,drv_slew,0,
clock_network,clk_pin_slew,0.05,ns
placed_design,io_buffers,174,
clock_network,cts_tree,"done",
pwr,seqPwrFrac,0.468,
cells_and_area,area_growth,18.1,%
setup_path,cp_cell_sequence,"a22oi_1, and3_1, o22ai_1, a2111oi_0, nand4_1, o32a_1, clkdlybuf4s50_1",
pwr,p_clk_frac,0.343,
synthesis,synth_cells,2506,
detailed_routing,via_per_inst,7.32,
floorplanning,dieArea,69000,um^2
global_routing,gr-total-overflow,0,
synthesis,yosys_area,27200,um^2
outcome,status,"completed",
cells_and_area,top_register,"RF.registerFile",
final_timing,skew,0,ns
pwr,p_int,4.05,mW
pwr,switching_share,0.308,
global_routing,grt_first_pass_wirelength,187,mm
detailed_routing,ant_nets,0,
detailed_routing,wire_per_inst,38.0,um
setup_path,max_stage_delay,0.50,ns
cells_and_area,regArea,12000,um^2
cells_and_area,final_layout_size_suffix_gt1_frac,0.291,
job,cap_viol_max_count,0,
job,tool_warnings,32,
floorplanning,dieHeight,263,um
final_timing,relSlewSlack,0.319,
pwr,switchingPower,1.80,mW
clock_network,ctsHoldBuffers,0,
worst_hold_path,hold_path_class,"register to register",
final_timing,setup_viol,0,
placed cells by master, fill, tap and decap left out, drive strengths merged, types with 17 or more instances in the layout:
master,Yosys,layout
mux2,482,482
dfrtn,480,480
a22oi,251,251
clkdlybuf4s50,0,174
nand2,172,172
buf,101,124
nand3,93,93
a221oi,89,89
nor2,80,80
clkbuf,176,72
nand4,60,60
a222oi,59,59
a22o,54,54
a21oi,47,47
and3,41,41
a31oi,36,36
o22a,35,35
nor3,29,29
mux2i,23,23
o21ai,21,21
o32a,19,19
nand2b,17,17
synth_stat cells, drive strengths merged, types with 12 or more instances:
library cell / count / share of area
nor3: 29 / 0.0053
o22a: 35 / 0.011
nand4: 60 / 0.014
nand2: 172 / 0.024
o21ai: 21 / 0.0040
nor2: 80 / 0.011
dfrtn: 480 / 0.44
clkbuf: 176 / 0.024
buf: 101 / 0.022
a222oi: 59 / 0.022
a2bb2oi: 12 / 0.0039
mux2i: 23 / 0.0085
a22o: 54 / 0.017
a31oi: 36 / 0.0083
nand2b: 17 / 0.0039
mux2: 482 / 0.20
a22oi: 251 / 0.069
and3: 41 / 0.0094
a21oi: 47 / 0.0087
nand3: 93 / 0.017
o32a: 19 / 0.0070
a221oi: 89 / 0.030
worst paths after layout:
check,from,endpoint,depth (start not counted)
max,RF.registerFile[3][16]$_DFFE_NP0P_,Val_Rm[16],7
min,RF.registerFile[0][6]$_DFFE_NP0P_,RF.registerFile[0][6]$_DFFE_NP0P_,1
max reg2reg,RF.registerFile[1][0]$_DFFE_NP0P_,RF.registerFile[1][0]$_DFFE_NP0P_,1
min reg2reg,RF.registerFile[0][6]$_DFFE_NP0P_,RF.registerFile[0][6]$_DFFE_NP0P_,1
max in group asynchronous,rst,RF.registerFile[5][24]$_DFFE_NP0P_,3
min in group asynchronous,rst,RF.registerFile[12][14]$_DFFE_NP0P_,2
power groups by stage:
stage | clock network [mW] | registers, mW | logic, mW
5_1_grt | 2.09 | 2.79 | 1.18
6_report | 2.01 | 2.74 | 1.11
4_1_cts | 2.02 | 2.71 | 1.09
routing by layer:
metal	global-route usage	wire length, um
met1	0.530	49000
met2	0.542	55000
met3	0.178	19500
met4	0.212	9560
met5	0.00762	65
cell type report:
type	instances	area share
multi-input combinational	1741	0.442
timing repair buffer	298	0.0891
tap	873	0.0340
clock buffer	72	0.0480
clock inverter	28	0.0112
antenna	3	0.000234
sequential	480	0.374
inverter	8	0.00109
cells by family (layout without fill, tap and decap cells):
family	Yosys count	after routing	share of synthesized area
xor+xnor	3	3	0.000967
mux	505	505	0.208
simple gates	541	541	0.0979
other cells	0	3	0
buf+inv	285	406	0.0471
flops	480	480	0.442
compound gates	692	692	0.204
through the flow:
stage                     power, mW  instance area (um^2)  setup WS, ns   util  setup TNS, ns
final                          5.85                 32100         0.250  0.478              0
after global routing           6.05                 32100         0.104  0.478              0
after CTS                      5.83                 32100         0.277  0.478              0
after detailed placement       3.82                 30200         0.917  0.450              0
after global placement         3.80                 30200         0.962  0.450              0
after floorplan                3.27                 27200         -3.05      -       -1462.63
Power is estimated from default activity; no workload was simulated.
