==> flow/design.v <==
module ALU(
  input signed [31:0] Val1, Val2,
  input[3:0] EXE_CMD,
  input C_in,
  output [3:0] Status_Bits,
  output signed[31:0] ALU_Res
);
  parameter ALU_MOV = 1, ALU_MVN = 9, 
            ALU_ADD = 2, ALU_ADC = 3, ALU_SUB = 4, ALU_SBC = 5, 
            ALU_AND = 6, ALU_ORR= 7, ALU_EOR = 8,
            ALU_CMP = 4, ALU_TST = 6, 
            ALU_LDR = 2, ALU_STR = 2, 
            ALU_BRANCH = 4'bx;
  reg Co;
  reg signed[31:0] ALU_Res_temp;
  always @(*) begin
    Co = 0;
    case (EXE_CMD)
        ALU_MOV: ALU_Res_temp <= Val2;
        ALU_MVN: ALU_Res_temp <= ~Val2;
        ALU_ADD: {Co, ALU_Res_temp} <= Val1 + Val2;
        ALU_ADC: {Co, ALU_Res_temp} <= Val1 + Val2 + C_in;
        ALU_SUB: {Co, ALU_Res_temp} <= Val1 - Val2;
        ALU_SBC: {Co, ALU_Res_temp} <= Val1 - Val2 - C_in;
        ALU_EOR: ALU_Res_temp <= Val1 ^ Val2;
        ALU_AND: ALU_Res_temp <= Val1 & Val2;
        ALU_ORR: ALU_Res_temp <= Val1 | Val2;
        ALU_CMP: ALU_Res_temp <= Val1 - Val2;
        ALU_TST: ALU_Res_temp <= Val1 & Val2;
        ALU_LDR: ALU_Res_temp <= Val1 + Val2;
        default: ALU_Res_temp <= 32'sb0;
    endcase
  end
  assign Z = (ALU_Res_temp == 16'b0) ? 1'b1 : 1'b0;
  assign N = (ALU_Res_temp < 0) ? 1'b1 : 1'b0;
  assign V = ((EXE_CMD == ALU_ADD) || (EXE_CMD == ALU_ADC) || (EXE_CMD == ALU_SUB) || (EXE_CMD == ALU_SBC)) ? 
              (
                (((EXE_CMD == ALU_ADD) || (EXE_CMD == ALU_ADC)) && (Val1[31] == Val2[31]) && (ALU_Res_temp[31] != Val1[31])) ? 1'b1 : 
                (((EXE_CMD == ALU_SUB) || (EXE_CMD == ALU_SBC)) && (Val1[31] != Val2[31]) && (ALU_Res_temp[31] != Val1[31])) ? 1'b1 : 1'b0  
              )
             : 1'b0;
  assign C = Co;
  assign Status_Bits[3] = N;
  assign Status_Bits[2] = Z;
  assign Status_Bits[1] = C;
  assign Status_Bits[0] = V;
  assign ALU_Res = ALU_Res_temp;
endmodule
==> flow/run.sh <==
#!/bin/bash
# OpenROAD 26Q1-2900-gdf79404cd8, Yosys 0.63+post, stock flow scripts
make -C /OpenROAD-flow-scripts/flow DESIGN_CONFIG=/design/flow/config.mk WORK_HOME=/design/flow/orfs finish
==> flow/config.mk <==
export PLATFORM = sky130hd
export DESIGN_NAME = ALU
export DESIGN_NICKNAME = ALU
export VERILOG_FILES = /design/flow/design.v
export SDC_FILE = /design/flow/constraint.sdc
export NUM_CORES = 4
export LEC_CHECK = 1
export CORE_UTILIZATION = 40
==> flow/constraint.sdc <==
current_design ALU

set clk_period 15.0
set clk_io_pct 0.2

create_clock -name clk0 -period $clk_period

set non_clock_inputs [all_inputs -no_clocks]
set_input_delay [expr $clk_period * $clk_io_pct] -clock clk0 $non_clock_inputs
set_output_delay [expr $clk_period * $clk_io_pct] -clock clk0 [all_outputs]
==> Changelog: implementation <==
### Physical design

* Initial Utilization at 41.1%
* Clkbuf count at 0
* Syn. warnings at 5
* IO buf count at 105
* Filler cell count at 2492
* Drt first-iter violations at 1116
* Seq. cell area at 0 um2
* Worst setup slack after layout at 3.36 ns
* Max-slew headroom at the worst pin at 45.7%
* Synth Instances at 1464
* Final tally of hold violations at 0
* Yosys chip area at 9710 um2
* Number of global-route vias before repair at 10700
* RSZ-0062 raised after global routing: false
* DIE AREA at 24900 um2
* # hold bufs at CTS at 0
* Via/cell ratio at 6.41
* Count of tool warnings at 128
* Outcome: completed
* Pwr per Cell Area at 46.2 nW/um2
* Setup WS pre-CTS at 3.57 ns
* Vias post-DR at 11600
* Worst endpoint required time at 12.00 ns
* Initial antenna violation count at 0
* VDD IR max at 0.0000251 V
* Crit Path Category: primary input to primary output
* Post-synth seq share at 0%
* Distinct cells, synth at 83
* GR Overflow Total at 0
* GP Congestion at 1.05
* Worst slew pin tran at 0.806 ns
* Max-cap violations at 0
* Share of cells above drive strength 1 at 4.60%
* Startpoint types: primary input
* Worst min path class: primary input to primary output
* CP endpoint kind: primary output
* CP arrival at 8.64 ns
* Avg Synthesized Cell Area at 6.63 um2
* First-pass GRT wire length at 64900 um
* Setup TNS at 0 ns
* ANT nets after route at 0
* First-pass DRT Iterations at 9
* Fmax at 0.0859 GHz
* Yosys cell count at 1464
* Total wire length at 43100 um
* Largest net degree at the start of global routing at 35
* Total GRT Usage at 35.0%
* DRC violations left at 0
* Power Total at 508 uW
* Crit path launch: Val2[6]
* Diode count at 0
* Final setup fails at 0
* Cts repair resizes at 0
* Row cnt at 56
* Flops at 0
* Dpl hpwl at 34000 um
* Area Overhead vs Synth at 13.2%
* Placeable Area at 23600 um2
* Max Transition Viols Final at 0
* Wire per inst at 23.7 um
* Die Span X at 158 um
* Post-CTS Repair Setup Buffers at 0
* Fin crit share at 77.6%
* Crit path time final at 11.64 ns
* Leak at 4.58 nW
* DIE HEIGHT at 158 um
* # IOs at 105
* Synthesized area at 9710 um2
* CP Max Fanout at 18
* Hold path start: EXE_CMD[0]
metal layers:
metal / part of all wire [%] / GRT usage, %
met1: 44 / 49.2
met4: 4.0 / 11.4
met3: 8.9 / 4.65
met5: 0 / 0
met2: 44 / 55.0
placed cells by master, fill, tap and decap left out, drive strengths merged, types with 17 or more instances in the layout:
cell / count
ha: 158
a21oi: 140
inv: 139
o21ai: 112
nand2: 104
clkdlybuf4s50: 103
nor2: 98
xnor2: 49
nor3: 40
nand3: 37
nand4: 34
a21o: 34
a221oi: 27
buf: 27
xor2: 24
nor4: 21
o211ai: 19
a31oi: 19
o31ai: 19
o221ai: 18
o22ai: 18
a22oi: 17
power by group:
group	internal, mW	leakage [nW]	switching [mW]
Sequential	0	0	0
Combinational	0.197	4.58	0.311
Clock	0	0	0
Total	0.197	4.58	0.311
path summary, 6_finish.rpt:
path / end / slack (ns) / cells after the start
max: Status_Bits[2] / 3.36 / 17
min: ALU_Res[0] / 7.02 / 4
per-stage QoR:
step	area (um2)	hold WS [ns]	instances	util (%)
finish	11000	7.02	1818	46.6
global route	11000	7.05	1818	46.6
CTS	11000	7.02	1818	46.6
detailed placement	11000	7.01	1818	46.6
global placement	11000	7.03	1818	46.6
floorplan	9710	6.24	1464	-
layout make-up:
class / instances / area, um2 / area share [%]
tap: 319 / 399 / 3.63
inverter: 140 / 526 / 4.78
timing repair buffer: 130 / 1230 / 11.2
multi-input combinational: 1229 / 8840 / 80.4
cell usage after synthesis (all sizes together), types with 8 or more instances:
cell type / count / area [um2]
o221ai: 18 / 158
o211ai: 19 / 143
mux2i: 9 / 90.1
o22ai: 18 / 113
a211oi: 14 / 110
xor2: 24 / 210
inv: 139 / 522
o31ai: 19 / 143
nor2: 98 / 368
o21bai: 13 / 97.6
or2: 9 / 56.3
nand4: 34 / 213
buf: 37 / 199
a21oi: 140 / 701
a221oi: 27 / 243
a221o: 10 / 100
nand2: 104 / 390
o21ai: 112 / 561
a22oi: 17 / 128
clkbuf: 58 / 218
ha: 158 / 1980
nor2b: 13 / 81.3
o21a: 16 / 120
nor4: 21 / 144
and3: 8 / 50.1
nand2b: 14 / 87.6
a21o: 34 / 255
or3: 10 / 62.6
nor3: 40 / 200
nand3: 37 / 185
a31oi: 19 / 119
xnor2: 49 / 429
logic make-up (layout without fill, tap and decap cells):
family / count (synthesis) / count (layout) / synth area share, %
and+or+nand+nor: 433 / 433 / 22.9
AOI/OAI and AO/OA: 544 / 544 / 37.6
xor gates and xnor gates: 73 / 73 / 6.58
buffers and inverters: 235 / 270 / 9.70
muxes: 15 / 15 / 1.62
adders and majority gates: 164 / 164 / 21.6
critical path, stage by stage:
cell and delay [ns]:
clkdlybuf4s50_1 0.53, inv_1 0.09, ha_1 0.52, ha_1 0.49
a21oi_1 0.12, o211ai_1 0.41, a221oi_1 0.17, buf_4 0.20
o41a_1 0.45, o21ai_1 0.31, a21oi_1 0.17, nor3_1 0.43
mux2_2 0.25, nand3_1 0.23, or4_1 0.50, nor4_2 0.27
clkdlybuf4s50_1 0.50
Power is estimated from default activity; no workload was simulated.
