<file path="design/flow/design.v">
module DataMemory (
    input clk, MEM_R_EN, MEM_W_EN,
    input [31:0] VAL_Rm, ALU_Res,
    output [31:0] value 
);
reg [31:0] memory [0:63];
wire [31:0] address;
assign address = ((ALU_Res - 32'd1024) >> 2);
assign value = MEM_R_EN ? memory[address]: 32'bz;
always @(posedge clk) begin
    if (MEM_W_EN) begin
        memory[address] <= VAL_Rm; 
    end
end
endmodule
module MEM_Stage(
    input clk, rst, MEM_R_EN, MEM_W_EN,
    input [31:0] ALU_Res, VAL_Rm,
    output [31:0] MEM_Res
);
DataMemory DM(
    .clk(clk), .MEM_R_EN(MEM_R_EN), .MEM_W_EN(MEM_W_EN),
    .VAL_Rm(VAL_Rm), .ALU_Res(ALU_Res),
    .value(MEM_Res)
);    
endmodule
</file>
<file path="design/flow/run.sh">
#!/bin/bash
# OpenROAD 26Q1-2900-gdf79404cd8, Yosys 0.63+post, stock flow scripts
make -C /OpenROAD-flow-scripts/flow DESIGN_CONFIG=/design/flow/config.mk WORK_HOME=/design/flow/orfs finish
</file>
<file path="design/flow/config.mk">
export PLATFORM = sky130hd
export DESIGN_NAME = MEM_Stage
export DESIGN_NICKNAME = MEM_Stage
export VERILOG_FILES = /design/flow/design.v
export SDC_FILE = /design/flow/constraint.sdc
export NUM_CORES = 4
export LEC_CHECK = 1
export CORE_UTILIZATION = 30
</file>
<file path="design/flow/constraint.sdc">
current_design MEM_Stage

set clk_period 32.2
set clk_io_pct 0.2

create_clock -name clk0 -period $clk_period [get_ports {clk}]

set non_clock_inputs [all_inputs -no_clocks]
set_input_delay [expr $clk_period * $clk_io_pct] -clock clk0 $non_clock_inputs
set_output_delay [expr $clk_period * $clk_io_pct] -clock clk0 [all_outputs]
</file>
==> impl_metrics.ini <==
; physical design summary
[clock_network]
clkTransAtPathRegs_ns = 0.06
cts-hold-fix-buffers = 0
cts_max_path_buffers = 3
htreeDepth = 4
cts.repair.resized = 0
cts_sinks = 2048
cts_tree = built
post-cts-setup-buffers = 0
cts_made_buffers = 189
cts_root_buffer = clkbuf_16

[worst_setup_path]
crit_type = input port to primary output
cpMaxStageDelayCell = buf_4
cp_max_fo = 48
critical_path_required_ns = 25.76
path_cells = buf_8, buf_4, buf_4, buf_4, buf_4, buf_4, buf_4, mux2i_1, o22ai_1, a221oi_1, o211a_1, nand4_1, clkdlybuf4s50_1
crit_buf_inv = 8
path_delay_family = buffers and inverters
cpMostUsedCell = buf_4
startpoint_type = input port
worstPathArrival_ns = 12.42
critPathCaptureType = primary output
max_stage_delay_ns = 0.63

[placement]
dp_cells = 7710
place_hpwl_um = 115000
portBuffers = 71
place.gp.congestion = 0.853

[die]
rows = 186
fp-utilization_pct = 30.3
die_w_um = 512
die_area_um2 = 262000
die.size.y_um = 512
coreArea_um2 = 258000
io_pins = 100

[flow_run]
cap_violations = 0
log.warning_count = 57

[global_route]
grt_max_degree = 108
grt_pass1_wl_um = 307000
track_usage_pct = 17.1
grt_antenna_before_repair = 4
grt.overflow.total = 0
grt_pass1_vias = 45391

[yosys]
yosys.area.top_type = edfxtp_1
ys.flop_type = edfxtp_1
ys_area_um2 = 78100
synth-edff-count = 2048
ys_cells = 4412
synth.avg_cell_area_um2 = 17.7
topCellsByArea = edfxtp_1 (79%), a221oi_1 (3.6%), a22oi_1 (2.6%)
yosysWarnings = 2
synth_cells = 4412
synthesis.area_um2 = 78100
yosysTopAreaCellShare_pct = 78.8
async_flop_share_pct = 0
yosysSeqAreaShare_pct = 78.8
synth.distinct_cells = 53
synth_flops = 2048

[hold_path]
hp-start = VAL_Rm[11]
hold_depth = 1
min_path_type = input port to flop
holdPathEnd = DM.memory[5][11]

[sta]
worst_pin_slew_ns = 1.03
period_used_pct = 58.6
rsz0062_at_grt = no
relSlewSlack_pct = 31.1
holdWs_ns = 6.09
setup_tns_ns = 0
max_freq_ghz = 0.0530
finalCriticalPeriod_ns = 18.86
slew_violations = 0
setup_viol = 0
hold_viol_final = 0

[pwr]
peakVddDrop_mv = 0.0603
total_power_mw = 5.44
power.leakage_nw = 27.3
power_density_nw_per_um2 = 60.9

[detailed_routing]
vias = 42971
vias_per_cell = 5.34
wl_um = 211000
dr.pass1.iters = 7
drt_iter0_markers = 2942
ant_nets = 0
drcViolationCount = 0
post_drt_wl_per_cell_um = 26.1

[finish]
drive_above_1_share_pct = 14.8
syn2layout_area_growth_pct = 14.4
regMostFlops = DM.memory
largest_register_ffs = 2048
final_cells = 8053
fillers = 23640
reg_top3 = DM.memory (2048)
final_util_pct = 34.6

[outcome]
run_status = complete, no violations
## cells in the mapped netlist (all sizes together) (61+ instances only)
cell type / count
edfxtp: 2048
a221oi: 324
a22oi: 270
nor2: 215
o21ai: 189
mux2i: 186
buf: 177
clkbuf: 161
a21oi: 148
o22ai: 102
nand2: 93
mux2: 82
a22o: 61
## kinds of logic after synthesis
kind of cell / Yosys count / share of synthesized area (%)
multiplexers: 320 / 5.07
AND/OR/NAND/NOR: 454 / 2.62
flip-flops: 2048 / 78.8
AND-OR/OR-AND: 1250 / 11.6
buffers and inverters: 340 / 1.95
## metrics by stage
step	cell area [um^2]	setup WS, ns
final	89300	13.34
after global routing	89300	13.01
after CTS	89300	13.37
after detailed placement	83300	13.43
after global placement	83300	13.44
after floorplan	78100	17.60
## metal layers
layer	up-vias	routed length, um	share of wire [%]	track usage (%)
met5	-	109	0.052	0.402
met4	6	7610	3.6	5.11
met3	344	37200	18	13.7
met2	2727	94200	45	24.8
met1	21300	71400	34	19.2
li1	18594	-	-	-
## worst max path at each step
stage           from          to  slack [ns]  cells past startpoint
4_1_cts   ALU_Res[4]  MEM_Res[9]       13.37                     13
5_1_grt   ALU_Res[4]  MEM_Res[9]       13.01                     13
6_report  ALU_Res[4]  MEM_Res[9]       13.34                     13
## cell type report
cell class	instances	area, um^2	area share [%]
Clock buffer	238	5000	5.60
Inverter	2	15.0	0.0168
Multi-Input combinational cell	2024	15600	17.5
Sequential cell	2048	61500	68.8
Clock inverter	102	997	1.12
Antenna cell	3	7.51	0.00840
Timing Repair Buffer	252	1970	2.21
Tap cell	3384	4230	4.74
## placed cells by master, fill, tap and decap left out, types with 18 or more instances in the layout
| cell type | n |
|---|---|
| or4_1 | 19 |
| o21ai_0 | 188 |
| a22oi_1 | 270 |
| o211ai_1 | 19 |
| clkinv_1 | 44 |
| clkbuf_1 | 45 |
| nand2_1 | 90 |
| a22o_1 | 61 |
| buf_2 | 32 |
| o22ai_1 | 102 |
| mux2_2 | 82 |
| nor2_1 | 148 |
| mux4_2 | 52 |
| clkbuf_16 | 193 |
| clkdlybuf4s50_1 | 36 |
| o22a_1 | 25 |
| edfxtp_1 | 2048 |
| nor3_1 | 45 |
| a221oi_1 | 322 |
| or3_1 | 18 |
| nor2_4 | 66 |
| buf_4 | 177 |
| mux2i_1 | 186 |
| nand4_1 | 26 |
| clkinv_2 | 26 |
| a211oi_1 | 27 |
| a21oi_1 | 148 |
## report_power, final
group / internal [mW] / total (mW) / switching, mW
registers: 2.95 / 2.96 / 0.00372
clock network: 1.23 / 2.19 / 0.954
logic: 0.0883 / 0.297 / 0.209
